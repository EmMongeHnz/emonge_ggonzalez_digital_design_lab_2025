File: ./run.sh
#!/bin/bash
# OpenROAD 26Q1-2900-gdf79404cd8, Yosys 0.63+post, stock flow scripts
make -C /OpenROAD-flow-scripts/flow DESIGN_CONFIG=/design/flow/config.mk WORK_HOME=/design/flow/orfs finish
File: ./config.mk
export PLATFORM = sky130hd
export DESIGN_NAME = top_de10_std
export DESIGN_NICKNAME = top_de10_std
export VERILOG_FILES = /design/flow/design.v
export SDC_FILE = /design/flow/constraint.sdc
export NUM_CORES = 4
export LEC_CHECK = 1
export CORE_AREA = 10 10 70 70
export DIE_AREA = 0 0 80 80
File: ./constraint.sdc
current_design top_de10_std

set clk_period 1.0
set clk_io_pct 0.2

create_clock -name clk0 -period $clk_period

set non_clock_inputs [all_inputs -no_clocks]
set_input_delay [expr $clk_period * $clk_io_pct] -clock clk0 $non_clock_inputs
set_output_delay [expr $clk_period * $clk_io_pct] -clock clk0 [all_outputs]
File: ./design.v
module problema_1(
  input  logic [3:0] a,
  output logic [3:0] z
);
  always_comb begin
    z[3] = a[3];
    z[2] = a[3] ^ a[2];
    z[1] = a[2] ^ a[1];
    z[0] = a[1] ^ a[0];
  end
endmodule
module hex7seg #(
  parameter bit ACTIVE_LOW = 0
)(
  input  logic [3:0] x,
  output logic [6:0] seg_abcd
);
  logic [15:0] D;
  assign D = (16'h0001 << x);
  logic seg_a, seg_b, seg_c, seg_d, seg_e, seg_f, seg_g;
  assign seg_a = D[0] | D[2] | D[3] | D[5] | D[6] | D[7] | D[8] | D[9] | D[10] | D[12] | D[14] | D[15];
  assign seg_b = D[0] | D[1] | D[2] | D[3] | D[4] | D[7] | D[8] | D[9] | D[10] | D[13];
  assign seg_c = D[0] | D[1] | D[3] | D[4] | D[5] | D[6] | D[7] | D[8] | D[9] | D[10] | D[11] | D[13];
  assign seg_d = D[0] | D[2] | D[3] | D[5] | D[6] | D[8] | D[9] | D[11] | D[12] | D[13] | D[14];
  assign seg_e = D[0] | D[2] | D[6] | D[8] | D[10] | D[11] | D[12] | D[13] | D[14] | D[15];
  assign seg_f = D[0] | D[4] | D[5] | D[6] | D[8] | D[9] | D[10] | D[11] | D[12] | D[14] | D[15];
  assign seg_g = D[2] | D[3] | D[4] | D[5] | D[6] | D[8] | D[9] | D[10] | D[11] | D[13] | D[14] | D[15];
  logic [6:0] on;
  assign on = {seg_a, seg_b, seg_c, seg_d, seg_e, seg_f, seg_g};
  assign seg_abcd = (ACTIVE_LOW) ? ~on : on;
endmodule
module top_de10_std(
  input  logic [3:0] SW,     
  output logic [6:0] HEX0,   
  output logic       HEX0_DP
);
  logic [3:0] z;
  logic [6:0] seg_abcd;
  problema_1 u_conv (.a(SW), .z(z));
  hex7seg   #(.ACTIVE_LOW(0)) u_hex (.x(z), .seg_abcd(seg_abcd));
  logic [6:0] seg_low;
  assign seg_low = ~seg_abcd;  
  assign HEX0    = { seg_low[6], seg_low[5], seg_low[4], seg_low[3],
                     seg_low[2], seg_low[1], seg_low[0] };
  assign HEX0_DP = 1'b1;       
endmodule
==> results.ini <==
[setup_path]
critPathKind = primary input to output port
cp_top_family = buffers and inverters
cp_max_fo = 5
crit_chain = buf_8, inv_6, ha_4, buf_6, nor2_4, or3_1, a311oi_1, buf_2
cp-start-kind = primary input
endpoint_kind = output port
path_buffers = 4
cpMaxStageDelayCell = or3_1
cp.required_ps = 800
crit_arrival_ps = 1420
cpPeakStageDelay_ps = 310

[cells_and_area]
layout_top_cell = buf_4
layout-drive-gt1-share = 0.543
ff_count = 0
postLayoutCoreUtil = 0.251
flop_area_um2 = 0
clkbuf_count = 0
syn2layout_area_growth_pct = 85.4
finalInstanceArea_um2 = 858
n_fill_cell = 372
mostFrequentLayoutCells = 15 x buf_4, 9 x buf_6, 7 x buf_2
logic_area_um2 = 482

[synthesis]
ys_warn_count = 1
syn_area_per_cell_um2 = 6.91
yosys_cells = 67
yosysUniqueCellTypes = 34
netlist_area_um2 = 463
ys_area_um2 = 463
synth_cells = 67
ys_seq_frac = 0

[power_and_ir_drop]
powerDensity_nw_per_um2 = 529
p_int_uw = 256
switching_share = 0.437
p_switching_uw = 198
combinationalPowerShare = 1.000
ir_worst_vdd_mv = 0.204
p_leak_uw = 0.000349
power.share.clock = 0
p_seq_frac = 0

[drt]
detail_route.wl_per_cell_um = 11.6
drc = 0
antenna_left = 0
post_drt_via_cell_ratio = 4.25
vias = 586
n_antenna_cell = 0
drtPass1Iterations = 4
routed_wl_mm = 1.61
dr.first_iter.drc_count = 29

[placed_design]
routabilityCongestion = 0.837
post_dp_cell_area_um2 = 672
portBuffers = 11
post-place-ws_ps = -1450
hpwlAfterDp_um = 953

[global_routing]
grt_pass1_vias = 549
antenna_found_initial = 0
grt_pass1_wl_mm = 2.56
grt.overflow.total = 0
track_usage = 0.0460
grt_max_degree = 22

[sta]
rsz0062_at_grt = yes
drv_slew = 0
setup_slack_ps = -620
hold_viol = 0
fin_crit_ps = 1620
finalCritPeriodShare = 1.62
setup_viol = 7
setup_tns_ps = -3810
timing.fmax_mhz = 617

[worst_hold_path]
min_from = SW[3]
min_path_type = primary input to output port
hold-path-cell-count = 5
holdPathEnd = HEX0[5]

[run_status]
violations = negative setup slack
run_status = complete, but fails checks

[floorplanning]
chipArea_um2 = 6400
die_w_um = 80
die-height_um = 80
initial_core_util = 0.136
rows = 21
design.core.area_um2 = 3420
io_pins = 12

[cts]
ctsHoldBuffers = 0

[run]
warning_count = 35
max_cap_violations = 0

==> how the worst max path moves through the flow <==
stage / from / end / slack, ps / cells past startpoint
6_report: SW[2] / HEX0[5] / -620 / 8
5_1_grt: SW[2] / HEX0[5] / -700 / 8
4_1_cts: SW[3] / HEX0[5] / -640 / 8
==> cell families (layout without fill, tap and decap cells) <==
family,count (synthesis),in the layout,synth area share
AND-OR/OR-AND,19,19,0.276
adder cells (fa/ha/maj),1,1,0.0270
AND/OR/NAND/NOR,26,26,0.357
XOR/XNOR,5,5,0.0946
buffers and inverters,13,38,0.195
multiplexers,2,2,0.0432
other,1,1,0.00810
==> power by group through the flow <==
stage	clock, µW	sequential (µW)	combinational (µW)
4_1_cts	0	0	409
5_1_grt	0	0	498
6_report	0	0	454
==> timing repair <==
| action | CTS | global route |
|---|---|---|
| pin swaps | 12 | 8 |
| setup buffers | 7 | 3 |
| setup endpoints to repair | 7 | 7 |
| resized | 62 | 8 |
==> routing by layer <==
layer | GRT usage | share of wire
met1 | 0.0633 | 0.45
met2 | 0.0722 | 0.48
met3 | 0.0125 | 0.070
met4 | 0.00352 | 0
met5 | 0 | 0
==> area by class of cell <==
type / instances / share of cell area
Inverter: 3 / 0.0248
Timing Repair Buffer: 35 / 0.347
Multi-Input combinational cell: 54 / 0.561
Tap cell: 46 / 0.0671
==> per-stage QoR <==
step                std cells  power (µW)  hold slack (ps)
global placement          128         350             1530
CTS                       135         409              810
finish                    138         454              803
detailed placement        128         353             1520
floorplan                  67         213              567
global route              138         498              827
==> Yosys cell counts (2+ instances only) <==
library cell,number,area share
inv_1,3,0.024
o21ai_0,4,0.043
nor4b_1,2,0.038
nand2_1,2,0.016
a31oi_1,2,0.027
and4b_1,2,0.043
nand2b_1,4,0.054
xnor2_1,4,0.076
mux2i_1,2,0.043
nand3_1,2,0.022
or3_1,2,0.027
buf_4,4,0.065
a21oi_1,5,0.054
buf_2,3,0.032
nor2b_1,3,0.041
nor3_1,2,0.022
buf_6,3,0.073
nor2_1,2,0.016
Power figures rest on the tool's default switching activity, not on a simulated workload.
